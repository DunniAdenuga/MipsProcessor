===== /design/flow/config.mk =====
export PLATFORM = sky130hd
export DESIGN_NAME = muxForALU
export DESIGN_NICKNAME = muxForALU
export VERILOG_FILES = /design/flow/design.v
export SDC_FILE = /design/flow/constraint.sdc
export NUM_CORES = 4
export LEC_CHECK = 1
export CORE_AREA = 10 10 70 70
export DIE_AREA = 0 0 80 80

===== /design/flow/constraint.sdc =====
current_design muxForALU

set clk_period 1.0
set clk_io_pct 0.2

create_clock -name clk0 -period $clk_period

set non_clock_inputs [all_inputs -no_clocks]
set_input_delay [expr $clk_period * $clk_io_pct] -clock clk0 $non_clock_inputs
set_output_delay [expr $clk_period * $clk_io_pct] -clock clk0 [all_outputs]

===== /design/flow/design.v =====
module signExtend(input [15:0] instruc, output reg [31:0] signExtendReadData);
	always @(*) begin
		signExtendReadData = {{16{instruc[15]}},instruc[15:0]};
		end
endmodule
module muxForALU(input alusrc, input [31:0] readData2, input [31:0] signExtendReadData, output reg [31:0] muxResult);
always @(*) begin
if(alusrc == 0)
	muxResult = readData2;
else
	muxResult = signExtendReadData;
end
endmodule
module alu(input [2:0] aluOp,input [31:0] readData, input [31:0] readData2, output reg [31:0] aluResult);
always@(*) begin
	if(aluOp == 3'b010) 
		aluResult = readData + readData2;
	else if(aluOp == 3'b110) 
		aluResult = readData - readData2;
	else if(aluOp == 3'b001) 
		aluResult = readData | readData2;
	else if(aluOp == 3'b000)begin 
		aluResult = readData & readData2;
		end
	end
endmodule

===== /design/flow/run.sh =====
#!/bin/bash
# OpenROAD 26Q1-2900-gdf79404cd8, Yosys 0.63+post, stock flow scripts
make -C /OpenROAD-flow-scripts/flow DESIGN_CONFIG=/design/flow/config.mk WORK_HOME=/design/flow/orfs finish

==> job_summary.md <==
### Metrics collected by this job

| Metric | Value |
|---|---|
| Status | complete, but fails checks |
| Violated checks | negative setup slack |
| Initial Util | 15.9% |
| Psw | 133 uW |
| Count of input and output buffers | 97 |
| Largest fanout on the critical path | 5 |
| Routed vias/inst | 3.73 |
| Final worst slack | -0.0903 ns |
| Worst path depth | 4 |
| Sequential share of power | 0% |
| I/O pin count | 97 |
| Hold Path End | muxResult[21] |
| Synth warn | 1 |
| Worst-Margin Slew | 0.0831 ns |
| Mapped Area | 544 um2 |
| HP Start | signExtendReadData[21] |
| RSZ-0062 raised after global routing | true |
| CP Buf/Inv Count | 3 |
| Clock buf count | 0 |
| Req. time, crit path | 0.80 ns |
| Gp weighted congestion | 0.793 |
| Tool warnings | 34 |
| Yosys chip area | 544 um2 |
| Slew margin rel. | 94.5% |
| Final core utilization | 45.2% |
| CP delay by family, top | buffers and inverters |
| Mapped Cells | 36 |
| Row cnt | 21 |
| Final Setup Violations | 32 |
| Period minus WS final | 1.09 ns |
| Vias | 672 |
| Worst path arrival time | 0.89 ns |
| Setup TNS | -2.32 ns |
| Diodes inserted | 0 |
| Most instantiated logic cells after routing | 64 x dlygate4sd2_1, 32 x mux2_4, 23 x buf_6 |
| Crit Path Class | in -> out |
| Maxcap violations | 0 |
| Die ar. | 6400 um2 |
| Final Routed Wirelength | 2780 um |
| Cell count in the Yosys report | 36 |
| Worst hold path type | in -> out |
| Post-synth cell types | 4 |
| Die extent in x | 80 um |
| Final ANT Viol Nets | 0 |
| Vias in the first global route | 715 |
| Hold path cells | 3 |
| Hold Vio Cnt, Final | 0 |
| First-pass iteration count of the detailed router | 2 |
| Core ar. | 3420 um2 |
| Critical Path Source Type | input port |
| Top cell excl fill/tap | dlygate4sd2_1 |
| CP max stage delay | 0.30 ns |
| Area growth from synthesis to layout | 183% |
| Int Power | 471 uW |
| Net Sw Frac | 22.1% |
| Ratio of final minimum period to clock period | 109% |
| GRT Resource Usage Total | 7.90% |
| 1st-iter DRT viols | 12 |
| Registers | 0 |
| CP Cell Sequence | buf_12 > clkbuf_16 > mux2_4 > buf_6 |
| Drt drc | 0 |
| CP endpoint kind | output pin |
| Static leakage | 0.000840 uW |
| Part of the power in the clock network | 0% |
| FILL cells | 343 |
| CP Launch Point | alusrc |
| Cell Pwr Density | 392 nW/um2 |
| Logic pwr share | 100.0% |
| Flop area | 0 um2 |
| Mean Syn Cell Area | 15.1 um2 |
| Max Transition Viols Final | 0 |
| First-pass GRT wire length | 4100 um |
| Antenna violations before repair | 0 |
| Worst path slowest cell | mux2_4 |
| Mean routed wirelength per cell | 15.4 um |
| Pin count of the biggest net entering global routing | 12 |
| Die height | 80 um |
| Layout cell share with drive strength beyond 1 | 52.2% |
| Grt ovf | 0 |
| VDD IR-drop max | 0.000150 V |
| Sequential fraction of the synthesis area | 0% |
| Max Freq | 917 MHz |
## area by class of cell
cell class | instances | area [um2] | area share (%)
multi-input cells | 32 | 480 | 31.1
well taps | 46 | 57.6 | 3.73
repair buffers | 102 | 1000 | 65.1
## per-stage QoR
stage	setup WS, ns	std cells	hold WS, ns	area, um2	power, uW
CTS	-0.0898	179	0.798	1480	581
detailed placement	-0.502	177	1.35	1520	649
global placement	-0.495	177	1.36	1520	649
floorplan	0.0669	36	0.498	544	206
global route	-0.103	180	0.810	1540	646
finish	-0.0903	180	0.792	1540	604
## how the worst max path moves through the flow
| stage | end | slack (ns) |
|---|---|---|
| after CTS | muxResult[17] | -0.09 |
| after global routing | muxResult[1] | -0.10 |
| final | muxResult[20] | -0.09 |
## Yosys cell counts (all sizes together)
library cell  instances  area [um2]
mux2                 32         473
buf                   4        71.3
## kinds of logic (layout without fill, tap and decap cells)
family / Yosys count / after routing / synth area share [%]
buffers and inverters: 4 / 102 / 13.1
multiplexers: 32 / 32 / 86.9
## what timing repair did
action,in CTS,in global routing
buffers inserted,0,0
hold buffers,0,0
setup endpoints to repair,32,32
cloned,2,1
resized,188,6
## power by group through the flow
stage | logic, uW | clock network (uW) | registers [uW]
CTS | 581 | 0 | 0
global route | 646 | 0 | 0
finish | 604 | 0 | 0
## per-layer routing
metal | share of wire, % | global-route usage [%]
met2 | 47 | 13.6
met4 | 0 | 0
met1 | 39 | 8.97
met5 | 0 | 0
met3 | 14 | 4.09
Power figures rest on the tool's default switching activity, not on a simulated workload.
